### design/flow/config.mk
export PLATFORM = sky130hd
export DESIGN_NAME = SSD
export DESIGN_NICKNAME = SSD
export VERILOG_FILES = /design/flow/design.v
export SDC_FILE = /design/flow/constraint.sdc
export NUM_CORES = 4
export LEC_CHECK = 1
export CORE_UTILIZATION = 30
### design/flow/constraint.sdc
current_design SSD

set clk_period 5.7
set clk_io_pct 0.2

create_clock -name clk0 -period $clk_period [get_ports {CLK}]

set non_clock_inputs [all_inputs -no_clocks]
set_input_delay [expr $clk_period * $clk_io_pct] -clock clk0 $non_clock_inputs
set_output_delay [expr $clk_period * $clk_io_pct] -clock clk0 [all_outputs]
### design/flow/run.sh
#!/bin/bash
# OpenROAD 26Q1-2900-gdf79404cd8, Yosys 0.63+post, stock flow scripts
make -C /OpenROAD-flow-scripts/flow DESIGN_CONFIG=/design/flow/config.mk WORK_HOME=/design/flow/orfs finish
### design/flow/design.v
`timescale 1ns / 1ps
module SSD(
    input CLK,
    input [1:0] caseSwitches,
    input [10:0] sw, 
    input [1:0] swD,
    output [3:0] ANODE,
    output reg [6:0] seg,
    output dp
    );
    parameter [3:0] enable_arr = 4'b1111;
    reg [3:0] CURRENT_PLACE_AN;
    reg [18:0] COUNT;
    reg [4:0] scroll;
    assign ANODE = ~(enable_arr & CURRENT_PLACE_AN); 
    assign dp = 1;
    initial begin
        COUNT = 0;
        scroll = 0;
        seg = 7'b1111111;
    end
    always @ (posedge CLK) begin
        COUNT <= COUNT + 1;
    end
    wire clock_2Hz;
    get_clock_2Hz f3(CLK, clock_2Hz);
    always @ (posedge clock_2Hz) begin 
        scroll <= (scroll==8) ? 0 : scroll + 1;
    end
    always @(COUNT) begin
        case (COUNT[18:17])
            2'b00: begin CURRENT_PLACE_AN = 4'b1000; end  
            2'b01: begin CURRENT_PLACE_AN = 4'b0100; end
            2'b10: begin CURRENT_PLACE_AN = 4'b0010; end
            2'b11: begin CURRENT_PLACE_AN = 4'b0001; end
            default: CURRENT_PLACE_AN = 4'b0000;
        endcase  
    end  
    always @(sw, caseSwitches, CURRENT_PLACE_AN, swD) begin
        case (caseSwitches)
            2'b00:
                    case (scroll)
                        1: begin
                          case (CURRENT_PLACE_AN)
                             4'b0001: seg = 7'b0110000;  
                             default: seg = 7'b1111111; 
                          endcase
                          end
                        2: begin
                           case (CURRENT_PLACE_AN)
                               4'b0001: seg = 7'b0110000;  
                               4'b0010: seg = 7'b0110000;  
                               default: seg = 7'b1111111; 
                           endcase
                           end
                        3: begin
                           case (CURRENT_PLACE_AN)
                              4'b0001: seg = 7'b0010010;  
                              4'b0010: seg = 7'b0110000;  
                              4'b0100: seg = 7'b0110000;  
                              default: seg = 7'b1111111; 
                           endcase
                           end
                        4: begin                        
                           case (CURRENT_PLACE_AN)
                              4'b0001: seg = 7'b0000001;  
                              4'b0010: seg = 7'b0010010;  
                              4'b0100: seg = 7'b0110000;  
                              4'b1000: seg = 7'b0110000;  
                           endcase
                           end   
                        5: begin                        
                           case (CURRENT_PLACE_AN)
                              4'b0001: seg = 7'b0010010;  
                              4'b0010: seg = 7'b0000001;  
                              4'b0100: seg = 7'b0010010;  
                              4'b1000: seg = 7'b0110000;  
                           endcase
                           end
                        6: begin                        
                           case (CURRENT_PLACE_AN)
                              4'b0001: seg = 7'b0100000;  
                              4'b0010: seg = 7'b0010010;  
                              4'b0100: seg = 7'b0000001;  
                              4'b1000: seg = 7'b0010010;  
                           endcase
                           end
                        7: begin                        
                           case (CURRENT_PLACE_AN)
                             4'b0010: seg = 7'b0100000;  
                             4'b0100: seg = 7'b0010010;  
                             4'b1000: seg = 7'b0000001;  
                             default: seg = 7'b1111111; 
                          endcase
                          end 
                        8: begin                        
                           case (CURRENT_PLACE_AN)
                             4'b0100: seg = 7'b0100000;  
                             4'b1000: seg = 7'b0010010;  
                             default: seg = 7'b1111111; 
                           endcase
                           end
                        0: begin
                           case (CURRENT_PLACE_AN)
                            4'b1000: seg = 7'b0100000;
                            default: seg = 7'b1111111;
                           endcase
                           end                                                                       
                    endcase
            2'b01 :  
                case (CURRENT_PLACE_AN)
                    4'b0001:
                        seg = 7'b0100100;  
                    4'b0010:
                        case (swD[1:0])
                            2'b00: seg = 7'b0000001;  
                            2'b01: seg = 7'b1001111;  
                            2'b10: seg = 7'b0010010;  
                            default: seg = 7'b0000001;
                        endcase
                    4'b1000:
                        seg = 7'b1000010;  
                    default: seg = 7'b1111111;
                endcase         
            2'b10 :  
                case (CURRENT_PLACE_AN)
                    default: seg = 7'b1111111;
                    4'b0010:
                        case (sw[6:0])
                            7'b0000001 : seg = 7'b0110001;  
                            7'b0000010 : seg = 7'b1000010;  
                            7'b0000100 : seg = 7'b0110000;  
                            7'b0001000 : seg = 7'b0111000;  
                            7'b0010000 : seg = 7'b0100001;  
                            7'b0100000 : seg = 7'b0001000;  
                            7'b1000000 : seg = 7'b1100000;  
                            default : seg = 7'b1111111;
                        endcase        
                    4'b0001: begin
                        if ((sw[6:0]==1) || (sw[6:0]==2) || (sw[6:0]==4) || (sw[6:0] == 8) || (sw[6:0] == 16) || (sw[6:0] == 32) || (sw[6:0] == 64)) begin
                            case (sw[10:7])
                                4'b0000 :  
                                    if (sw[6:0] != 7'b0) begin 
                                        seg = 7'b1001100;
                                    end 
                                    else begin
                                        seg = 7'b1111111;
                                    end
                                4'b0001 : seg = 7'b0100100;  
                                4'b0010 : seg = 7'b0100000;  
                                4'b0100 : seg = 7'b0001111;  
                                4'b1000 : seg = 7'b0000000;  
                                default : seg = 7'b1111111;  
                            endcase    
                        end
                        else begin
                            seg = 7'b1111111;
                        end    
                    end
                endcase
             default: seg = 7'b1111111;
        endcase
    end
endmodule
`timescale 1ns / 1ps
module get_clock_2Hz(
    input CLOCK,
    output reg new_clk
    );
    initial begin
        new_clk = 0;
    end
    reg [24:0] COUNT = 25'b0;
    always @ (posedge CLOCK) begin
        COUNT <= COUNT + 1;
        new_clk <= (COUNT == 25'b0) ? ~new_clk : new_clk;
    end
endmodule
==> summary.txt <==
The synthesis and PnR run went through. Final-layout setup total negative slack landed at 0 ns. Area taken by multi-input logic gates landed at ~1900 sq um. In this run the static leakage power is 0.001281 uW. Entering global routing, the biggest net connects 19 pins. Of the post-synthesis cell area, the dominant cell type holds 0.3085.

Final hold violation count landed at 0. Total of cells resized after clock tree synthesis landed at 0. Violation tally from detailed-route iteration zero landed at 134. Number of warning messages in the logs landed at 38. Once detail routing completed, the nets flagged for antenna violations numbered 0. Number of buffers on the longest clock path landed at 2. Cts-stage hold buffer count landed at 0.

Number of iterations in the first detailed-routing pass landed at 4. Via count landed at 2561. Summed standard-cell area reported by yosys landed at 3179 sq um.

Share of flip-flops with an asynchronous set or reset after synthesis landed at 0. The die covers 11010 sq um. Looking at the cell usage after synthesis, the top flip-flop cell is dfxtp_1. Number of global-route vias before repair landed at 2257.

Share of the core filled with cells landed at 0.3539. The synthesis report lists the most area-consuming cells as dfxtp_1, xnor2_1, ha_1, nand2_1, dlxtn_1. Number of H-tree levels landed at 2.

Worst-case hold slack landed at 0.3958 ns. Highest clock rate landed at 345.4 MHz. The first global-routing pass estimated 10320 um of wire. In this run the count of I/O pins placed on the die edge is 28. Summing all flip-flop and latch instances after layout gives 1116 sq um. Worst endpoint required time landed at ~4.6 ns. Yosys warning tally landed at 2. Power per cell area landed at roughly 170 nW/um^2. STA classifies the critical path endpoint as an output pin.

Looking at the max-slew report, the worst-margin pin has a slew of between 0.9 and 1 ns. The commonest cells after synthesis are dfxtp_1, xnor2_1, nand2_1. Period utilization landed at 0.5080. Placeable core region landed at slightly above 10000 sq um. The die is between 100 and 150 um tall.

The worst path needs 2.895 ns of the cycle, external delays included. After synthesis the cells add up to 3179 sq um. Setup repair after global routing left no endpoint under its margin. Number of inserted diodes landed at 0. Total of flip-flops plus latches after synthesis landed at approximately 57.

Yosys mapped a number of flops with a built-in enable equal to 1. Overflow left after global routing landed at 0. Headroom to the max-slew limit came out at 0.3822. Max-cap violations in this run came to 0. The timer found 12 register pins that no clock reaches; their paths are not timed. Ratio of cells with drive above 1 in the final layout landed at 0.04167. In this run the VDD rail shows a maximum IR drop of about 0.27 mV. In the Yosys report the total cell count is 368. The area growth from synthesis to layout is 14.40%.

In this run the clock root is driven by a clkbuf_8. For reference, the post-synthesis area per instance comes to 8.639 sq um. Number of max-slew violations in the final report landed at 0.

For this run, the detailed router reports a per-instance via density of a little under 5. By instance count, the leading cell after synthesis is dfxtp_1. The initial antenna violation count is 0. Worst-case setup slack after placement landed at just over 3 ns. The largest total area in the synthesized netlist belongs to dfxtp_1. The report shows a maximum critical-path fanout of 8. Number of unconstrained endpoints landed at 19.

Final HPWL from detailed placement landed at 4492 um. The number of setup buffers added after CTS is 0. Placer congestion estimate landed at roughly 0.86. Final setup slack of the worst path landed at 2.805 ns. Largest clock skew in the final design landed at 0.009431 ns. Remaining design rule violation count landed at 0.

The setup path with the least slack is of type register to output pin. Wire length reported by the detailed router landed at 6017 um. Number of distinct library cells after synthesis landed at 61.

In the CTS report, the clock slew at the register clock pins of the worst setup and hold paths is listed as roughly 0.08 ns. The synthesized instance count is 368. For this configuration, the core starts out at a cell density of 0.3093. Data arrival time of the critical path landed at 1.76 ns. According to the floorplan log, the row count is 37. In the global route stage, overall resource usage came out at 0.1114. Number of endpoints failing setup at the final stage landed at 0.

From left edge to right edge, the die measures ~100 um. TritonCTS built the clock tree. STA classifies the critical path startpoint as a register. The type recorded for the worst min-delay path is register to register. Clock buffer count from CTS landed at 5. The flow ran to the end, and the final reports show no timing, DRC or antenna violations. Clock latency on the worst-skew pair, taken at its later pin, is 0.29 ns. Per the layout report, the design carries between 1000 and 1500 filler cells. The design draws between 600 and 700 uW.

Routed length per instance landed at 11.57 um. Input and output buffers added on the ports amount to 26.
## cell families (layout without fill, tap and decap cells)
logic type | Yosys count | after routing | synth area share
buffers and inverters | 37 | 53 | 0.05037
latches | 7 | 7 | 0.03306
AND/OR/NAND/NOR | 146 | 146 | 0.2586
other | 1 | 1 | 0.001180
adder cells (fa/ha/maj) | 18 | 18 | 0.07084
flip-flops | 50 | 50 | 0.3180
AND-OR/OR-AND | 60 | 60 | 0.1322
multiplexers | 1 | 1 | 0.003542
XOR/XNOR | 48 | 48 | 0.1322
## where the power goes
part / leakage, uW / internal [uW] / switching (uW)
Clock: 0.0000585 / 143 / 98.5
Combinational: 0.000760 / 22.9 / 22.7
Sequential: 0.000463 / 319 / 0.281
Total: 0.00128 / 484 / 122
## area by class of cell
class	instances	share of cell area
well taps	136	0.04678
flip-flops and latches	57	0.3068
repair buffers	26	0.07155
clock buffers	7	0.02374
inverters	19	0.01961
clock inverters	1	0.008256
multi-input cells	274	0.5232
## path summary, 6_finish.rpt
kind	from	end	slack, ns	cells past startpoint
worst max register to register	COUNT[2]	COUNT[18]	3.94	5
worst max-delay path	COUNT[18]	ANODE[3]	2.80	4
worst min-delay path	COUNT[0]	COUNT[0]	0.40	1
worst min register to register	COUNT[0]	COUNT[0]	0.40	1
## sequential cells by signal (all words and copies together), names as in the netlist
name / count
COUNT: 19
f3.COUNT: 25
seg: 7
f3.new_clk: 1
scroll: 5
## cells in the final DEF, fill, tap and decap left out, drive strengths merged, types with 9 or more instances in the layout
| cell type | count |
|---|---|
| ha | 18 |
| xor2 | 12 |
| and3 | 9 |
| nand3 | 18 |
| nor4 | 12 |
| clkdlybuf4s50 | 26 |
| nand4 | 13 |
| nand2 | 32 |
| o21ai | 18 |
| nor2 | 19 |
| dfxtp | 49 |
| xnor2 | 36 |
| inv | 19 |
## through the flow
stage               cells  instance area, sq um
finish                520                  3637
global route          520                  3637
CTS                   520                  3637
detailed placement    512                  3521
global placement      512                  3521
floorplan             368                  3179
## per-layer routing
layer / routed length (um) / global-route usage / up-vias
met1: 3113 / 0.1719 / 1173
met3: 226 / 0.01461 / 4
met5: 0 / 0 / -
li1: - / - / 1340
met2: 2638 / 0.1760 / 44
met4: 38 / 0.009054 / 0
## worst max-delay path: stages (launching register included)
cell,delay [ns]
dfxtp_1,0.48
inv_1,0.18
ha_1,0.28
inv_1,0.07
clkdlybuf4s50_1,0.45
Power and IR drop assume default switching activity.
