===== design/flow/config.mk =====
export PLATFORM = sky130hd
export DESIGN_NAME = SPI
export DESIGN_NICKNAME = SPI
export VERILOG_FILES = /design/flow/design.v
export SDC_FILE = /design/flow/constraint.sdc
export NUM_CORES = 4
export LEC_CHECK = 1
export CORE_UTILIZATION = 30

===== design/flow/constraint.sdc =====
current_design SPI

set clk_period 2.9
set clk_io_pct 0.2

create_clock -name clk0 -period $clk_period [get_ports {CLK}]
create_clock -name clk1 -period $clk_period [get_ports {cs}]

set non_clock_inputs [all_inputs -no_clocks]
set_input_delay [expr $clk_period * $clk_io_pct] -clock clk0 $non_clock_inputs
set_output_delay [expr $clk_period * $clk_io_pct] -clock clk0 [all_outputs]

===== design/flow/design.v =====
`timescale 1ns / 1ps
module SPI(
    input CLK,                   
    input cs,                    
    input MISO,                  
    output clk_samp,             
    output reg sclk,             
    output reg [11:0]sample      
    );
    reg [11:0]count2 = 0;
    reg [15:0]temp = 0;
    initial begin
        sclk = 0;
    end
    assign clk_samp = cs;
    always @ (posedge CLK) begin
        count2 <= (cs == 0) ? count2 + 1 : 0;
        sclk <= (count2 == 50 || count2 == 100 || count2 == 150 || count2 == 200 || count2 == 250 || count2 == 300 || count2 == 350 || count2 == 400 || count2 == 450 || count2 == 500 || count2 == 550 || count2 == 600 || count2 == 650 || count2 == 700 || count2 == 750 || count2 == 800 || count2 == 850 || count2 == 900 || count2 == 950 || count2 == 1000 ||count2 == 1050 || count2 == 1100 || count2 == 1150 || count2 == 1200 || count2 == 1250 || count2 == 1300 || count2 == 1350 || count2 == 1400 || count2 == 1450 || count2 == 1500 || count2 == 1550 || count2 == 1600) ?  ~sclk  : sclk ;
    end
    always @ (negedge sclk) begin
        temp <= temp<<1 | MISO;
    end
    always @ (posedge cs) begin
        sample <= temp[11:0];
    end
endmodule

===== design/flow/run.sh =====
#!/bin/bash
# OpenROAD 26Q1-2900-gdf79404cd8, Yosys 0.63+post, stock flow scripts
make -C /OpenROAD-flow-scripts/flow DESIGN_CONFIG=/design/flow/config.mk WORK_HOME=/design/flow/orfs finish

==> results.toml <==
# flow metrics
[floorplanning]
rows = 27
die_area_um2 = 6280
io_pins = 17
die_w_um = 79.2
fp_util = 0.317
fp.dieH_um = 79.2
core_um2 = 5640

[timing]
final.setup.tns_ps = 0
unclocked_regs = 12
untimed_endpoints = 24
hold_viol = 0
finalSetupViolCount = 0
slew_headroom = 0.426
skew_ps = 3.28
timing.final.max_slew_violations = 0
worst_slew_pin_slew_ps = 860
rsz0062_at_grt = "false"

[power]
irDropWorstVdd_v = 0.000486
powerDensity_nw_per_um2 = 565
p_leak_uw = 0.000739
fin_total_pwr_uw = 1190

[grt]
grt_pass1_vias = 1304
grt_overflow_total = 0
grt_max_degree = 28
antenna_found_initial = 0
grt_usage = 0.121
grt_pass1_wl_um = 5910

[synth]
syn_area_per_cell_um2 = 9.94
postSynthSeqShare = 0.420
ys_area_um2 = 1790
ys_async_sr_fraction = 0
yosysWarnings = 1
synth-edff-count = 1
ys_ff = 37
synth_top_flop_cell = "dfxtp_1"
synth_area_um2 = 1790
synthCells = 180
ys_cells = 180
ys_types = 50

[worst_setup_path]
worstPathRequired_ps = 2320
slowest_delay_ps = 390
critPathMaxFanout = 5
crit_path_end_kind = "primary output"
cp.arrival_ps = 2230
path_cells = "clkbuf_8 > clkbuf_8 > clkbuf_16 > clkdlybuf4s50_1"
worstSetupPathType = "clock port to primary output"
critPathSlowestCell = "clkdlybuf4s50_1"
cp-start-kind = "clock port"
cpMostUsedCell = "clkbuf_8"

[placed_design]
portBuffers = 15
gp_congestion = 0.889
hpwl_um = 2230

[run_status]
outcome = "complete, no violations"

[detailed_routing]
drt_pre_antenna_iters = 4
drt-met1-wl_um = 1760
vias = 1372
drcViolationCount = 0
drt_iter0_drc = 68
wl_um = 3590
wl_met3_um = 214
wl_per_cell_um = 13.6
final_antenna_net_count = 0
diodes = 0
wl_met2_um = 1580
top_layer = "met4"
viasPerCell = 5.18

[job]
warning_count = 41
maxCapViolCount = 0

[cells_and_area]
syn2layout_area_growth_pct = 17.3
lay_top_count = "dfxtp_1"
final_cell_mix = "dfxtp_1, nor2_1, clkdlybuf4s50_1"
drive_above_1_share = 0.145

[clocking]
cts_hold_buf = 0
clkSlewWorstSetupHoldPaths_ps = 60
post_cts_buffers = 0
cts_tree = "yes"
cts-resized-gates = 0

[min_path]
hold_class = "clock port to flip-flop"
-- cell type report --
cell class | count | area, um^2
inverters | 7 | 26.3
repair buffers | 14 | 140
fillers | 544 | 3540
flip-flops and latches | 37 | 751
clock inverters | 2 | 10.0
multi-input cells | 118 | 855
clock buffers | 15 | 226
well taps | 72 | 90.1
-- through the flow --
step                      cells  setup WS, ps  area, um^2  hold slack (ps)  utilization
after floorplan             180           772        1790             69.1            -
after global placement      249           503        1870             66.7        0.332
after detailed placement    249           503        1870             66.7        0.332
after CTS                   265          76.9        2100             75.7        0.372
after global routing        265          70.6        2100             68.5        0.372
final                       265          89.1        2100             74.4        0.372
-- state kept, by name, indices dropped and copies added (netlist names) --
register,count
temp,12
count2,12
sclk,1
sample,12
-- cells in the mapped netlist (2+ instances only) --
| cell | n | area (um^2) |
|---|---|---|
| nor2b_1 | 2 | 12.5 |
| nand4bb_1 | 3 | 33.8 |
| nor3_1 | 4 | 20.0 |
| nor4bb_1 | 2 | 20.0 |
| dfxtp_1 | 36 | 721 |
| nor2_1 | 15 | 56.3 |
| buf_6 | 6 | 67.6 |
| or4_1 | 2 | 15.0 |
| xor2_1 | 3 | 26.3 |
| ha_1 | 3 | 37.5 |
| nand4_1 | 4 | 25.0 |
| or3_1 | 5 | 31.3 |
| a2111oi_1 | 3 | 30.0 |
| nor4_1 | 3 | 18.8 |
| or3_2 | 2 | 15.0 |
| clkbuf_1 | 2 | 7.51 |
| nand4b_1 | 6 | 52.6 |
| o21ai_0 | 6 | 30.0 |
| or2b_2 | 2 | 17.5 |
| inv_1 | 7 | 26.3 |
| a2111oi_0 | 3 | 26.3 |
| nand3_1 | 5 | 25.0 |
| buf_4 | 7 | 52.6 |
| a211oi_1 | 2 | 15.0 |
| a21oi_1 | 4 | 20.0 |
| nand3b_1 | 8 | 60.1 |
| or4b_1 | 4 | 40.0 |
| nand2_1 | 6 | 22.5 |
| xnor2_1 | 4 | 35.0 |
-- worst max-delay path, delay by kind of cell --
family | cells | cell delay, ps
buf+inv | 4 | 790
-- worst paths after layout --
kind / from / to / slack (ps) / cells after the start
hold reg to reg: count2[0] / count2[0] / 480 / 1
hold / removal: cs / count2[1] / 70 / 3
setup / recovery: cs / clk_samp / 90 / 4
setup reg to reg: count2[0] / sclk / 560 / 7
-- where the power goes --
group / switching (uW) / internal (uW)
sequential: 0 / 365
combinational: 0.114 / 1.15
clock: 267 / 552
-- per-layer routing --
metal / vias to the layer above / GRT usage
met5: - / 0
met4: 0 / 0.0436
met3: 4 / 0.0583
met2: 43 / 0.149
met1: 644 / 0.183
li1: 681 / -
-- kinds of logic after synthesis --
group / count (synthesis) / share of synthesized area
XOR/XNOR: 7 / 0.0343
buffers and inverters: 25 / 0.103
multiplexers: 1 / 0.00629
adder cells (fa/ha/maj): 3 / 0.0210
AND/OR/NAND/NOR: 81 / 0.300
flip-flops: 37 / 0.420
AND-OR/OR-AND: 26 / 0.116
Power and IR drop assume default switching activity.
