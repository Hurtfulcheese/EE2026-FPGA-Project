### /design/flow/config.mk
export PLATFORM = sky130hd
export DESIGN_NAME = SSD2
export DESIGN_NICKNAME = SSD2
export VERILOG_FILES = /design/flow/design.v
export SDC_FILE = /design/flow/constraint.sdc
export NUM_CORES = 4
export LEC_CHECK = 1
export CORE_AREA = 10 10 109 109
export DIE_AREA = 0 0 119 119
### /design/flow/constraint.sdc
current_design SSD2

set clk_period 3.5
set clk_io_pct 0.2

create_clock -name clk0 -period $clk_period [get_ports {CLK}]

set non_clock_inputs [all_inputs -no_clocks]
set_input_delay [expr $clk_period * $clk_io_pct] -clock clk0 $non_clock_inputs
set_output_delay [expr $clk_period * $clk_io_pct] -clock clk0 [all_outputs]
### /design/flow/design.v
`timescale 1ns / 1ps
module SSD2(
    input CLK,
    input [3:0] score,
    output [3:0] ANODE,
    output reg [6:0] seg,
    output dp
    );
     parameter [3:0] enable_arr = 4'b1111;
     reg [3:0] CURRENT_PLACE_AN;
     reg [18:0] COUNT;
     assign ANODE = ~(enable_arr & CURRENT_PLACE_AN); 
     assign dp = 1;
     initial begin
        COUNT = 0;
        seg = 7'b1111111;
     end
     always @ (posedge CLK) begin
        COUNT <= COUNT + 1;
     end
     always @(COUNT) begin
         case (COUNT[18:17])
             2'b00: begin CURRENT_PLACE_AN = 4'b1000; end  
             2'b01: begin CURRENT_PLACE_AN = 4'b0100; end
             2'b10: begin CURRENT_PLACE_AN = 4'b0010; end
             2'b11: begin CURRENT_PLACE_AN = 4'b0001; end
             default: CURRENT_PLACE_AN = 4'b0000;
         endcase  
     end
      always @(CURRENT_PLACE_AN, score) begin      
         if(score<10) begin
            case (score)
                0: begin
                    case (CURRENT_PLACE_AN)
                    4'b0001: seg = 7'b0000001;  
                    default: seg = 7'b1111111;
                    endcase
                   end
                1: begin
                     case (CURRENT_PLACE_AN)
                     4'b0001: seg = 7'b1001111;  
                     default: seg = 7'b1111111;
                     endcase
                   end
                2: begin
                     case (CURRENT_PLACE_AN)
                     4'b0001: seg = 7'b0010010;  
                     default: seg = 7'b1111111;
                     endcase
                   end
                3: begin
                      case (CURRENT_PLACE_AN)
                      4'b0001: seg = 7'b0000110;  
                      default: seg = 7'b1111111;
                      endcase
                   end
                4:begin
                   case (CURRENT_PLACE_AN)
                   4'b0001: seg = 7'b1001100;  
                   default: seg = 7'b1111111;
                   endcase
                   end
                5:begin
                  case (CURRENT_PLACE_AN)
                  4'b0001: seg = 7'b0100100;  
                  default: seg = 7'b1111111;
                  endcase
                  end
                6: begin
                   case (CURRENT_PLACE_AN)
                   4'b0001: seg = 7'b0100000;  
                   default: seg = 7'b1111111;
                   endcase
                   end
                7:begin
                  case (CURRENT_PLACE_AN)
                  4'b0001: seg = 7'b0001111;  
                  default: seg = 7'b1111111;
                  endcase
                  end
                8:begin
                  case (CURRENT_PLACE_AN)
                  4'b0001: seg = 7'b0000000;  
                  default: seg = 7'b1111111;
                  endcase
                  end    
                9:begin
                  case (CURRENT_PLACE_AN)
                  4'b0001: seg = 7'b0000100;  
                  default: seg = 7'b1111111;
                  endcase
                  end   
             endcase
          end  
          else begin
            seg = 7'b1111111;
          end                 
        end
endmodule
### /design/flow/run.sh
#!/bin/bash
# OpenROAD 26Q1-2900-gdf79404cd8, Yosys 0.63+post, stock flow scripts
make -C /OpenROAD-flow-scripts/flow DESIGN_CONFIG=/design/flow/config.mk WORK_HOME=/design/flow/orfs finish
==> PnR_summary.wiki <==
=== Synthesis and place and route ===
{| class="wikitable"
! Metric !! Value
|-
| Most used flip-flop cell || sky130_fd_sc_hd__dfxtp_1
|-
| Avg Cell Area, Syn || 9.44 sq um
|-
| Starting density of the core || 10.6%
|-
| Final design utilization || 14.3%
|-
| Setup Skew || 0.00212 ns
|-
| Register-to-Register Setup Slack || 1.94 ns
|-
| Worst-path maximum fanout || 9
|-
| Max Freq || 0.301 GHz
|-
| Floorplan row count || 36
|-
| Post-layout minimum cycle time || 3.32 ns
|-
| Total wirelength of the detailed-routed design || 1.63 mm
|-
| Die X-Extent || 119 um
|-
| CP Data Required Time || 2.80 ns
|-
| Run status || completed
|-
| Areal power density over the cells || 287 nW/um^2
|-
| Synth Cell Area || 1020 sq um
|-
| GR Overflow Total || 0
|-
| Post-route worst setup slack || 0.176 ns
|-
| Area Overhead vs Synth || 35.5%
|-
| Post-Place Setup Slack || 0.189 ns
|-
| Startpoint of the most critical setup path || score[1]
|-
| Remaining routing DRC violations || 0
|-
| CTS Hold Bufs || 0
|-
| Worst path cell trace || clkdlybuf4s50_1 > and2_1 > nor2_1 > o31a_1 > o21ai_1 > dlxtn_1 > clkdlybuf4s50_1
|-
| Routed via count || 726
|-
| Clock insertion delay at the later pin of the skew report || 0.25 ns
|-
| Depth of the most critical reg-to-reg path || 5
|-
| Core footprint || 9640 sq um
|-
| Wire length of the first global-routing pass || 2.91 mm
|-
| Final hold violations || 0
|-
| Terminus of the critical flop-to-flop path || COUNT[16]
|-
| Number of DRC markers in iteration 0 || 69
|-
| Maximum count of clock buffers along a single path || 2
|-
| Proportion of register bits with asynchronous set or reset after synthesis || 0%
|-
| Routed wire per std cell || 6.24 um
|-
| Clock-pin transition on the worst setup and hold timing paths || 0.07 ns
|-
| N_diodes || 0
|-
| Cell area after layout || 1380 sq um
|-
| Start of the worst register-to-register path || COUNT[0]
|-
| Iteration count of the initial detailed-routing pass || 4
|-
| Cell count in the Yosys report || 108
|-
| # resized after CTS || 0
|-
| Final total negative setup slack || 0 ns
|-
| Vertical die dimension || 119 um
|-
| Worst Setup End Kind || primary output
|-
| Number of antenna violations at the first check in global routing || 0
|-
| Endpoints left unconstrained || 7
|-
| Static leakage || 0.473 nW
|-
| Master cell of the clock root buffer || sky130_fd_sc_hd__clkbuf_8
|-
| Residual antenna-violating net count after detailed routing || 0
|-
| Count of unclocked register or latch pins || 7
|-
| CP arrival || 2.62 ns
|-
| Number of synthesized flops with an enable pin || 0
|-
| TritonCTS clock tree || built
|-
| Number of buffers created by CTS || 3
|-
| Unrepaired setup endpoints after global routing || no
|-
| Routability Congestion || 0.818
|-
| Gr usage total || 2.38%
|-
| Full die area || 14200 sq um
|-
| Max-slew violation total from the final report || 0
|-
| Buffers inserted during post-CTS setup optimization || 0
|-
| Capture point of the worst path || seg[0]
|-
| Final std cells w/o fill || 261
|-
| Number of warnings the tools reported || 25
|-
| Flops after synth || 26
|-
| Synth Instances || 108
|-
| Fraction of layout instances using a drive strength above 1 || 6.25%
|-
| Vias in the first global route || 633
|-
| Cell area after placement || 1340 sq um
|-
| Finish-stage setup viols || 0
|-
| Slowest stage cell on the critical path || sky130_fd_sc_hd__clkdlybuf4s50_1
|-
| Distinct lib cells || 35
|-
| Yosys stat area || 1020 sq um
|-
| Most frequent cell on the critical path || sky130_fd_sc_hd__clkdlybuf4s50_1
|-
| Crit path kind || primary input to primary output
|-
| Pin count of the biggest net entering global routing || 11
|-
| Reported max-cap violation count || 0
|-
| Sum of net half-perimeters after detailed placement || 1.27 mm
|-
| Largest vdd supply drop || 0.112 mV
|-
| Routed vias/inst || 2.78
|-
| Worst min-delay path startpoint || COUNT[0]
|-
| Number of warnings printed during yosys synthesis || 1
|-
| Worst path max stage delay || 0.65 ns
|-
| Number of port buffers || 15
|-
| Crit start category || primary input
|-
| Placed Cells incl. Taps || 257
|-
| Hold Crit Class || flip-flop to flip-flop
|-
| Number of top-level pins || 17
|-
| Level count of the clock H-tree || 1
|-
| Ratio of final minimum period to clock period || 95.0%
|}
## cells in the mapped netlist, types with 2 or more instances
| master | instances | area (sq um) |
|---|---|---|
| sky130_fd_sc_hd__dfxtp_1 | 19 | 380 |
| sky130_fd_sc_hd__xnor2_1 | 13 | 114 |
| sky130_fd_sc_hd__nand2_1 | 8 | 30.0 |
| sky130_fd_sc_hd__dlxtn_1 | 7 | 105 |
| sky130_fd_sc_hd__nand3_1 | 7 | 35.0 |
| sky130_fd_sc_hd__nor2_1 | 7 | 26.3 |
| sky130_fd_sc_hd__inv_1 | 5 | 18.8 |
| sky130_fd_sc_hd__xor2_1 | 5 | 43.8 |
| sky130_fd_sc_hd__clkbuf_1 | 4 | 15.0 |
| sky130_fd_sc_hd__a21oi_1 | 3 | 15.0 |
| sky130_fd_sc_hd__nand4_1 | 3 | 18.8 |
| sky130_fd_sc_hd__conb_1 | 2 | 7.51 |
| sky130_fd_sc_hd__nand2b_1 | 2 | 12.5 |
| sky130_fd_sc_hd__o21ai_0 | 2 | 10.0 |
## state kept, by name (all words and copies together) (netlist names)
signal / cells
COUNT: 19
seg: 7
## placed cells by master (no fill, tap or decap), types with 2 or more instances in the layout
cell type	n
sky130_fd_sc_hd__dfxtp_1	19
sky130_fd_sc_hd__conb_1	8
sky130_fd_sc_hd__nor2_1	7
sky130_fd_sc_hd__nand4_1	3
sky130_fd_sc_hd__dlxtn_1	7
sky130_fd_sc_hd__clkdlybuf4s50_1	15
sky130_fd_sc_hd__clkbuf_8	3
sky130_fd_sc_hd__inv_1	5
sky130_fd_sc_hd__a21oi_1	3
sky130_fd_sc_hd__nand2_1	8
sky130_fd_sc_hd__nand3_1	7
sky130_fd_sc_hd__xnor2_1	13
sky130_fd_sc_hd__xor2_1	5
sky130_fd_sc_hd__o21ai_0	2
sky130_fd_sc_hd__nand2b_1	2
## power breakdown
part / leakage, nW / internal, W / total (W) / switching, W
registers: 0.211 / 0.000223 / 0.000223 / 0.000000596
clock network: 0.0228 / 0.0000807 / 0.000147 / 0.0000666
logic: 0.240 / 0.0000141 / 0.0000263 / 0.0000122
## worst min-delay path by stage
stage	cells past startpoint	end	slack (ns)
6_report	1	COUNT[0]	0.42
5_1_grt	1	COUNT[0]	0.45
4_1_cts	1	COUNT[0]	0.42
## logic make-up after synthesis
group,Yosys count,synth area share [%]
AND/OR/NAND/NOR,38,22.6
flip-flops,19,37.3
XOR/XNOR,18,15.5
AND-OR/OR-AND,13,8.34
buffers and inverters,10,4.05
latches,7,10.3
other,2,0.736
adder cells (fa/ha/maj),1,1.23
## final cells by class
cell class              count  area, sq um
inverters                   5         18.8
flip-flops and latches     26          485
well taps                 133          166
multi-input cells          78          515
clock buffers               4         45.0
fillers                  1108         8260
repair buffers             15          150
## through the flow
stage	hold slack (ns)	power (W)
after floorplan	0.383	0.000243
after global placement	0.395	0.000255
after detailed placement	0.404	0.000255
after CTS	0.421	0.000400
after global routing	0.450	0.000417
final	0.417	0.000397
## routing by layer
layer | up-vias | part of all wire, % | global-route usage [%]
li1 | 392 | - | -
met1 | 313 | 58 | 3.53
met2 | 19 | 32 | 3.01
met3 | 2 | 8.9 | 1.39
met4 | 0 | 0.37 | 0.0763
met5 | - | 0 | 0
## critical path, delay by kind of cell
family / cells / cell delay, ns
buffers and inverters: 2 / 1.11
latches: 1 / 0.34
AND/OR/NAND/NOR: 2 / 0.30
AND-OR/OR-AND: 2 / 0.18
Power and IR drop assume default switching activity.
